==> flow/design.v <==
module pong_hardware(
	input [9:0] SW,
	input [3:0] KEY,
	input CLOCK_50,
	output [9:0] LEDR,
	output [6:0] HEX0,
	output [6:0] HEX1,
	output VGA_HS,
	output VGA_VS,
	output [7:0] VGA_R,
	output [7:0] VGA_G,
	output [7:0] VGA_B,
	output VGA_BLANK_N,
	output VGA_SYNC_N,
	output VGA_CLK
);
	wire clk;
	clockdivider div(CLOCK_50,clk);
	wire up,down,left,right;  
	wire [9:0] posY,posX;  
	edgeDetector key_up(.clk(clk),.signalIn(KEY[0]),.sigout(up));
	edgeDetector key_down(.clk(clk),.signalIn(KEY[1]),.sigout(down));
	edgeDetector key_left(.clk(clk),.signalIn(KEY[2]),.sigout(left));
	edgeDetector key_right(.clk(clk),.signalIn(KEY[3]),.sigout(right));
	counter vy(.clk(clk),.dec(up),.inc(down),.count(posY),.speed(SW[7:0]));
	counter vx(.clk(clk),.dec(left),.inc(right),.count(posX),.speed(SW[7:0]));
	assign VGA_CLK=clk;
	assign VGA_BLANK_N=1'b1;
	assign VGA_SYNC_N=1'b1;
	wire isdisplay;
	wire [9:0] drawX,drawY;
	vga_synch synchGen(.vga_HS(VGA_HS),.vga_VS(VGA_VS),.X(drawX),.Y(drawY),.clk(clk),.display(isdisplay));
	reg [7:0] red,blue,green;
	assign VGA_R=red;
	assign VGA_B=blue;
	assign VGA_G=green;
	reg [5:0] sizeX=20;
	reg [5:0] sizeY=20;
	always @(posedge clk) begin
		if(isdisplay) begin
			if(drawX > posX && drawX < posX + sizeX && drawY > posY && drawY < posY + sizeY) begin
				red <= 8'hff;
				blue <= 8'h00;
				green <= 8'h00;
			end else begin
				red <= 8'h00;
				blue <= 8'h00;
				green <= 8'h00;
			end
		end else begin
			red <= 8'h00;
			blue <= 8'h00;
			green <= 8'h00;
		end
	end
endmodule
module edgeDetector(
	input clk,
	input signalIn,
	output sigout
);
	reg flag;
	assign sigout=~signalIn&flag;
	always @(posedge clk) begin
		flag <= signalIn;
	end
endmodule
module counter(
	input clk,
	input dec,
	input inc,
	input [7:0] speed,
	output reg [9:0] count
);
	wire triger=dec|inc;
	always @(posedge clk) begin
		if(inc) begin
			count <= count + speed;
		end else if(dec) begin
			count <= count - speed;
		end
	end
endmodule
module clockdivider(
	input clk_in,
	output clk_out
);
	reg dat;
	assign clk_out=dat;
	always @(posedge clk_in) begin
		dat <= ~dat;
	end
endmodule
module vga_synch(
	output reg vga_HS,
	output reg vga_VS,
	output reg [9:0] X,
	output reg [9:0] Y,
	output reg display,
	output  [9:0] counterX,
	output  [9:0] counterY,
	input clk
);
	parameter hz_color_scan=640;
	parameter hz_frount_porch=16;
	parameter hz_synch_pulse=96;
	parameter hz_back_porch=48;
	parameter hz_scan_width=800;
	parameter ve_color_scan=480;
	parameter ve_frount_porch=10;
	parameter ve_synch_pulse=2;
	parameter ve_back_porch=33;
	parameter ve_scan_height=525;
	reg [9:0] posVe,posHz;
	assign counterX=posHz;
	assign counterY=posVe;
	always @(posedge clk) begin
		if(posHz < hz_scan_width) begin
			posHz <= posHz + 1;
		end else begin  
			posHz <= 0;
			if(posVe < ve_scan_height) begin
				posVe <= posVe + 1;
			end else begin
				posVe <= 0;
			end
		end
		if(posHz > hz_frount_porch && posHz < (hz_frount_porch+hz_synch_pulse)) begin
			vga_HS <= 1'b0;
		end else begin
			vga_HS <= 1'b1;
		end
		if(posVe > ve_frount_porch && posVe < (ve_frount_porch+ve_synch_pulse)) begin
			vga_VS <= 1'b0;
		end else begin
			vga_VS <= 1'b1;
		end
		if((posHz > (hz_frount_porch + hz_synch_pulse + hz_back_porch))) begin  
				display <= 1'b1;
				X <= posHz - (hz_frount_porch + hz_synch_pulse + hz_back_porch -1);
				Y <= posVe - (ve_frount_porch + ve_synch_pulse + ve_back_porch -1);
		end else begin
				display <= 1'b0;
				X <= 0;
				Y <= 0;
		end
	end
endmodule
==> flow/run.sh <==
#!/bin/bash
# OpenROAD 26Q1-2900-gdf79404cd8, Yosys 0.63+post, stock flow scripts
make -C /OpenROAD-flow-scripts/flow DESIGN_CONFIG=/design/flow/config.mk WORK_HOME=/design/flow/orfs finish
==> flow/config.mk <==
export PLATFORM = sky130hd
export DESIGN_NAME = pong_hardware
export DESIGN_NICKNAME = pong_hardware
export VERILOG_FILES = /design/flow/design.v
export SDC_FILE = /design/flow/constraint.sdc
export NUM_CORES = 4
export LEC_CHECK = 1
export CORE_UTILIZATION = 50
==> flow/constraint.sdc <==
current_design pong_hardware

set clk_period 1.8
set clk_io_pct 0.2

create_clock -name clk0 -period $clk_period [get_ports {CLOCK_50}]

set non_clock_inputs [all_inputs -no_clocks]
set_input_delay [expr $clk_period * $clk_io_pct] -clock clk0 $non_clock_inputs
set_output_delay [expr $clk_period * $clk_io_pct] -clock clk0 [all_outputs]
==> flow_summary.json <==
{
  "period_needed_ps": 1110,
  "cp_data_arrival_time_ps": 750,
  "die_h_microns": 101,
  "crit_chain": "clkdlybuf4s50_1",
  "peakVddDrop_mv": 0.0861,
  "area_growth_pct": 2.79,
  "cp.depth": 1,
  "hold_viol": 0,
  "ys_ff": 69,
  "min_path_cells": 2,
  "fillers": 910,
  "grt_pass1_vias": 3001,
  "grt_use_total": 0.174,
  "dpl.hpwl_mm": 6.53,
  "comb_area_sq_um": 2800,
  "ctsResizeCount": 0,
  "fp.dieW_microns": 101,
  "crit_slowest_cell": "clkdlybuf4s50_1",
  "crit_type": "reg2out",
  "syn_area_sq_um": 4920,
  "fp_util": 0.526,
  "cp-end-kind": "output port",
  "drt-wirelength-per-cell_microns": 12.1,
  "synthDominantCellAreaShare": 0.183,
  "final_cell_mix": "ha_1, nor2_1, inv_1",
  "slew_headroom": 0.431,
  "max_freq_mhz": 899,
  "grt_max_degree": 70,
  "warnings": 36,
  "fin_worst_skew_ps": 0,
  "largest_area_cell": "edfxtp_1",
  "ant_nets": 0,
  "synthCells": 534,
  "synth-async-reset-ratio": 0,
  "yosys.stat.seqShare": 0.341,
  "drc": 0,
  "pin_count": 68,
  "postCtsSetupBuffers": 0,
  "cp_num_buf_inv": 1,
  "ys_types": 48,
  "final_common_cell": "ha_1",
  "hold-worst-slack_ps": 733,
  "ys_area_sq_um": 4920,
  "clk_pin_slew_worst_paths_ps": 0,
  "ys_warn_count": 29,
  "unclocked_pins": 68,
  "cellLeakagePower_uw": 0.00222,
  "ff2ff_path_depth": 2,
  "syn_area_per_cell_sq_um": 9.22,
  "io_buffers": 23,
  "setup_tns_ps": 0,
  "worstPathRequired_ps": 1440,
  "routed_via_density": 5.07,
  "ys_dominant_reg_cell": "dfxtp_1",
  "crit_path_max_fanout": 2,
  "n_antenna_cell": 0,
  "max_stage_delay_ps": 450,
  "insertion_delay_ps": 0,
  "synth.area.top_cells": "edfxtp_1, ha_1, dfxtp_1",
  "wl_mm": 8.12,
  "via_count": 3393,
  "rsz0062_at_grt": "false",
  "fp-row-count": 35,
  "die-area_sq_um": 10300,
  "slew_violations": 0,
  "core_area_sq_um": 9370,
  "maxCapViolations": 0,
  "cts_hold_buf": 0,
  "antenna_found_initial": 0,
  "grt_pass1_wl_mm": 13.9,
  "powerDensity_nw_per_um2": 68.6,
  "critical-path-top-delay-family": "buffers and inverters",
  "gp_congestion": 0.920,
  "first_iter_violations": 121,
  "fin_area_sq_um": 5060,
  "untimed_endpoints": 108,
  "worstSetupStartpointType": "flop",
  "min_path_type": "reg2reg",
  "grt.overflow.total": 0,
  "flop_area_sq_um": 1680,
  "placed_area_sq_um": 5060,
  "setup_viol": 0,
  "status": "finished clean",
  "ys_cells": 534,
  "drive_above_1_share": 0.0148,
  "layout_worst_path_cycle_share": 0.618,
  "tightest_slew_ps": 842,
  "drtPass1Iterations": 4,
  "edf_count": 30,
  "power_uw": 347
}
## routing by layer
layer	share of wire	global-route usage	wire, microns	vias up
met2	0.44	0.272	3530	77
met1	0.54	0.304	4360	1548
met5	0	0	0	-
met4	0	0	0	0
li1	-	-	-	1768
met3	0.028	0	225	0
## state kept, by name (all words and copies together), names as in the netlist
name / cells
div.dat: 1
key_down.flag: 1
key_left.flag: 1
key_right.flag: 1
key_up.flag: 1
red: 1
synchGen.X: 10
synchGen.Y: 10
synchGen.display: 1
synchGen.posHz: 10
synchGen.posVe: 10
synchGen.vga_HS: 1
synchGen.vga_VS: 1
vx.count: 10
vy.count: 10
## per-stage QoR
stage / utilization / instances / setup WS [ps]
2_1_floorplan: - / 574 / 345
3_3_place_gp: 0.540 / 669 / 687
3_5_place_dp: 0.540 / 669 / 690
4_1_cts: 0.540 / 669 / 682
5_1_grt: 0.540 / 669 / 658
6_report: 0.540 / 669 / 687
## cell usage after synthesis (3+ instances only)
cell,n
a211oi_1,4
a21o_1,10
a21oi_1,24
a31oi_1,4
buf_4,49
clkbuf_1,8
dfxtp_1,39
edfxtp_1,30
ha_1,64
inv_1,45
nand2_1,20
nand2b_1,3
nand3_1,16
nand4_1,7
nor2_1,62
nor2b_1,12
nor3_1,14
nor4b_1,3
o2111ai_1,3
o21a_1,3
o21ai_0,10
o21bai_1,4
o31ai_1,4
o41ai_1,3
xnor2_1,32
xor2_1,28
## path summary, 6_finish.rpt
kind,slack [ps],end,startpoint
worst max-delay path,690,VGA_CLK,div.dat$_DFF_P_
worst min register to register,730,div.dat$_DFF_P_,div.dat$_DFF_P_
worst max register to register,800,div.dat$_DFF_P_,div.dat$_DFF_P_
worst min-delay path,730,div.dat$_DFF_P_,div.dat$_DFF_P_
## logic make-up (layout without fill, tap and decap cells)
group           after synthesis  after routing  synth area share
xor+xnor                     60             60             0.107
flops                        69             69             0.341
simple gates                148            148             0.144
mux                           2              2           0.00457
other cells                   2             42           0.00152
fa+ha+maj                    66             66             0.171
buf+inv                     104             70             0.120
compound gates               83             83             0.111
## layout make-up
cell class                 instances  area share
multi-input combinational        401       0.554
tap                              129      0.0319
timing repair buffer              25      0.0484
inverter                          45      0.0334
sequential                        69       0.332
## power by group
group / leakage [uW] / internal, uW / total, uW / switching [uW]
Combinational: 0.00160 / 138 / 296 / 158
Clock: 0 / 0 / 0 / 0
Sequential: 0.000621 / 51.2 / 51.2 / 0
Total: 0.00222 / 189 / 347 / 158
Power and IR drop assume default switching activity.
